==> run.sh <==
#!/bin/bash
# OpenROAD 26Q1-2900-gdf79404cd8, Yosys 0.63+post, stock flow scripts
make -C /OpenROAD-flow-scripts/flow DESIGN_CONFIG=/design/flow/config.mk WORK_HOME=/design/flow/orfs finish
==> config.mk <==
export PLATFORM = sky130hd
export DESIGN_NAME = baccarat
export DESIGN_NICKNAME = baccarat
export VERILOG_FILES = /design/flow/design.v
export SDC_FILE = /design/flow/constraint.sdc
export NUM_CORES = 4
export LEC_CHECK = 1
export CORE_UTILIZATION = 40
==> constraint.sdc <==
current_design baccarat

set clk_period 6.1
set clk_io_pct 0.2

create_clock -name clk0 -period $clk_period [get_ports {CLOCK_50}]
create_clock -name clk1 -period $clk_period [get_ports {KEY}]

set non_clock_inputs [all_inputs -no_clocks]
set_input_delay [expr $clk_period * $clk_io_pct] -clock clk0 $non_clock_inputs
set_output_delay [expr $clk_period * $clk_io_pct] -clock clk0 [all_outputs]
==> design.v <==
module baccarat(input logic CLOCK_50, input logic [3:0] KEY, output logic [9:0] LEDR,
            output logic [6:0] HEX5, output logic [6:0] HEX4, output logic [6:0] HEX3,
            output logic [6:0] HEX2, output logic [6:0] HEX1, output logic [6:0] HEX0);
logic fast_clock, slow_clock, resetb;
logic load_pcard1, load_pcard2, load_pcard3;
logic load_dcard1, load_dcard2, load_dcard3;
logic [3:0] pscore, dscore;
logic [3:0] pcard3;
assign resetb = KEY[3];
assign slow_clock = KEY[0];
assign fast_clock = CLOCK_50;
datapath dp(.slow_clock(slow_clock),
            .fast_clock(fast_clock),
            .resetb(resetb),
            .load_pcard1(load_pcard1),
            .load_pcard2(load_pcard2),
            .load_pcard3(load_pcard3),
            .load_dcard1(load_dcard1),
            .load_dcard2(load_dcard2),
            .load_dcard3(load_dcard3),
            .dscore_out(dscore),
            .pscore_out(pscore),
            .pcard3_out(pcard3),
            .HEX5(HEX5),
            .HEX4(HEX4),
            .HEX3(HEX3),
            .HEX2(HEX2),
            .HEX1(HEX1),
            .HEX0(HEX0));
assign LEDR[3:0] = pscore;
assign LEDR[7:4] = dscore;
statemachine sm(.slow_clock(slow_clock),
                .resetb(resetb),
                .dscore(dscore),
                .pscore(pscore),
                .pcard3(pcard3),
                .load_pcard1(load_pcard1),
                .load_pcard2(load_pcard2),
                .load_pcard3(load_pcard3),						  
                .load_dcard1(load_dcard1),
                .load_dcard2(load_dcard2),
                .load_dcard3(load_dcard3),	
                .player_win_light(LEDR[8]), 
                .dealer_win_light(LEDR[9]));
endmodule
module card7seg(input logic [3:0] card, output logic [6:0] seg7);   
   always_comb begin : led
     case(card)
         4'b0001: seg7 = 7'b0001000;
         4'b0010: seg7 = 7'b0100100;
         4'b0011: seg7 = 7'b0110000;
         4'b0100: seg7 = 7'b0011001;
         4'b0101: seg7 = 7'b0010010;
         4'b0110: seg7 = 7'b0000010;
         4'b0111: seg7 = 7'b1111000;
         4'b1000: seg7 = 7'b0000000;
         4'b1001: seg7 = 7'b0010000;
         4'b1010: seg7 = 7'b1000000;
         4'b1011: seg7 = 7'b1100001;
         4'b1100: seg7 = 7'b0011000;
         4'b1101: seg7 = 7'b0001001;
         default: seg7 = 7'b1111111;
     endcase 
   end
endmodule
module datapath(input logic slow_clock, input logic fast_clock, input logic resetb,
                input logic load_pcard1, input logic load_pcard2, input logic load_pcard3,
                input logic load_dcard1, input logic load_dcard2, input logic load_dcard3,
                output logic [3:0] pcard3_out,
                output logic [3:0] pscore_out, output logic [3:0] dscore_out,
                output logic [6:0] HEX5, output logic [6:0] HEX4, output logic [6:0] HEX3,
                output logic [6:0] HEX2, output logic [6:0] HEX1, output logic [6:0] HEX0);
logic [3:0] new_card;
logic [3:0] PReg1_out;
logic [3:0] PReg2_out;
logic [3:0] PReg3_out;
logic [3:0] DReg1_out;
logic [3:0] DReg2_out;
logic [3:0] DReg3_out;
dealcard dc(.clock(fast_clock), .resetb(resetb), .new_card(new_card));
reg4 pcard1(.new_card(new_card), .load_card(load_pcard1), .resetb(resetb), .slow_clock(slow_clock), .out(PReg1_out));
reg4 pcard2(.new_card(new_card), .load_card(load_pcard2), .resetb(resetb), .slow_clock(slow_clock), .out(PReg2_out));
reg4 pcard3(.new_card(new_card), .load_card(load_pcard3), .resetb(resetb), .slow_clock(slow_clock), .out(PReg3_out));
reg4 dcard1(.new_card(new_card), .load_card(load_dcard1), .resetb(resetb), .slow_clock(slow_clock), .out(DReg1_out));
reg4 dcard2(.new_card(new_card), .load_card(load_dcard2), .resetb(resetb), .slow_clock(slow_clock), .out(DReg2_out));
reg4 dcard3(.new_card(new_card), .load_card(load_dcard3), .resetb(resetb), .slow_clock(slow_clock), .out(DReg3_out));
assign pcard3_out = PReg3_out;
card7seg pcard1Seg(.card(PReg1_out), .seg7(HEX0));
card7seg pcard2Seg(.card(PReg2_out), .seg7(HEX1));
card7seg pcard3Seg(.card(PReg3_out), .seg7(HEX2));
card7seg dcard1Seg(.card(DReg1_out), .seg7(HEX3));
card7seg dcard2Seg(.card(DReg2_out), .seg7(HEX4));
card7seg dcard3Seg(.card(DReg3_out), .seg7(HEX5));
scorehand score_p(.card1(PReg1_out), .card2(PReg2_out), .card3(PReg3_out), .total(pscore_out));
scorehand score_d(.card1(DReg1_out), .card2(DReg2_out), .card3(DReg3_out), .total(dscore_out));
endmodule
module dealcard(input logic clock, input logic resetb, output logic [3:0] new_card);
logic [3:0] dealer_card;
always_ff @(posedge clock)
  if (resetb == 0)
     dealer_card <= 1;  
  else
     if (dealer_card == 13)
	     dealer_card <= 1;
	  else 
	     dealer_card++;
assign new_card = dealer_card;
endmodule
module reg4(input logic [3:0] new_card, input logic load_card,
            input logic resetb, input logic slow_clock, output logic [3:0] out);
always_ff@(posedge slow_clock) begin
    if(!resetb) begin
        out <= 4'b0000;
    end
    else if(load_card == 1'b1) begin
        out <= new_card;
    end
end
endmodule
module scorehand(input logic [3:0] card1, input logic [3:0] card2, input logic [3:0] card3, output logic [3:0] total);
logic [3:0] val1;
logic [3:0] val2;
logic [3:0] val3;
always_comb begin : scorehand
    if((card1 == 4'b1010) || (card1 == 4'b1011) || (card1 == 4'b1100) || (card1 == 4'b1101)) begin
        val1 = 4'b0000;
    end
    else begin
        val1 = card1;
    end
    if((card2 == 4'b1010) || (card2 == 4'b1011) || (card2 == 4'b1100) || (card2 == 4'b1101)) begin
        val2 = 4'b0000;
    end
    else begin
        val2 = card2;
    end
    if((card3 == 4'b1010) || (card3 == 4'b1011) || (card3 == 4'b1100) || (card3 == 4'b1101)) begin
        val3 = 4'b0000;
    end
    else begin
        val3 = card3;
    end
total = (val1 + val2 + val3) % 10;
end
endmodule
module statemachine(input logic slow_clock, input logic resetb,
                    input logic [3:0] dscore, input logic [3:0] pscore, input logic [3:0] pcard3,
                    output logic load_pcard1, output logic load_pcard2, output logic load_pcard3,
                    output logic load_dcard1, output logic load_dcard2, output logic load_dcard3,
                    output logic player_win_light, output logic dealer_win_light);
logic [2:0] present_state;
always_ff @(posedge slow_clock) begin 
    if(!resetb) begin
        present_state = 3'b000;
    end else begin
        case(present_state)
        3'b000:
            present_state <= 3'b001;
        3'b001:
            present_state <= 3'b010;
        3'b010:
            present_state <= 3'b011;
        3'b011:
            if((pscore == 4'b1000) || (dscore == 4'b1000) || (pscore == 4'b1001) || (dscore == 4'b1001)) begin
                present_state <= 3'b110;
            end
            else if((pscore >= 4'b0000) && (pscore <= 4'b0101)) begin
                present_state <= 3'b100;
            end
            else if((dscore >= 4'b0000) && (dscore <= 4'b0101)) begin
                present_state <= 3'b101;
            end
            else begin
                present_state <= 3'b110;
            end
        3'b100:
            if(dscore == 4'b0111) begin
                present_state <= 3'b110;
            end
            else if(dscore == 4'b0110) begin
                if((pcard3 == 4'b0110) || (pcard3 == 4'b0111)) begin
                    present_state <= 3'b101;
                end
                else begin
                    present_state <= 3'b110;
                end
            end
            else if(dscore == 4'b0101) begin
                if((pcard3 == 4'b0100) || (pcard3 == 4'b0101) || (pcard3 == 4'b0110) || (pcard3 == 4'b0111)) begin
                    present_state <= 3'b101;
                end
                else begin
                    present_state <= 3'b110;
                end
            end
            else if(dscore == 4'b0100) begin
                if((pcard3 == 4'b0010) || (pcard3 == 4'b0011) || (pcard3 == 4'b0100) || (pcard3 == 4'b0101) || (pcard3 == 4'b0110) || (pcard3 == 4'b0111)) begin
                    present_state <= 3'b101;
                end
                else begin
                    present_state <= 3'b110;
                end
            end
            else if(dscore == 4'b0011) begin
                if(pcard3 == 4'b1000) begin
                    present_state <= 3'b110;
                end
                else begin
                    present_state <= 3'b101;
                end
            end
            else begin
                present_state <= 3'b101;
            end            
        3'b101:
            present_state <= 3'b110;
        3'b110:
            present_state <= 3'b110;
        default: present_state <= 3'bxxx;
        endcase
    end
end 
always_comb begin 
    case(present_state) 
        3'b000: {load_pcard1, load_dcard1, load_pcard2, load_dcard2, load_pcard3, load_dcard3, player_win_light, dealer_win_light} = 8'b1_0_0_0_0_0_0_0;     
        3'b001: {load_pcard1, load_dcard1, load_pcard2, load_dcard2, load_pcard3, load_dcard3, player_win_light, dealer_win_light} = 8'b0_1_0_0_0_0_0_0;     
        3'b010: {load_pcard1, load_dcard1, load_pcard2, load_dcard2, load_pcard3, load_dcard3, player_win_light, dealer_win_light} = 8'b0_0_1_0_0_0_0_0;     
        3'b011: {load_pcard1, load_dcard1, load_pcard2, load_dcard2, load_pcard3, load_dcard3, player_win_light, dealer_win_light} = 8'b0_0_0_1_0_0_0_0;     
        3'b100: {load_pcard1, load_dcard1, load_pcard2, load_dcard2, load_pcard3, load_dcard3, player_win_light, dealer_win_light} = 8'b0_0_0_0_1_0_0_0;     
        3'b101: {load_pcard1, load_dcard1, load_pcard2, load_dcard2, load_pcard3, load_dcard3, player_win_light, dealer_win_light} = 8'b0_0_0_0_0_1_0_0;     
        3'b110: 
            if(pscore > dscore) begin
                {load_pcard1, load_dcard1, load_pcard2, load_dcard2, load_pcard3, load_dcard3, player_win_light, dealer_win_light} = 8'b0_0_0_0_0_0_1_0;     
            end
            else if(dscore > pscore) begin
                {load_pcard1, load_dcard1, load_pcard2, load_dcard2, load_pcard3, load_dcard3, player_win_light, dealer_win_light} = 8'b0_0_0_0_0_0_0_1;     
            end
            else begin 
                {load_pcard1, load_dcard1, load_pcard2, load_dcard2, load_pcard3, load_dcard3, player_win_light, dealer_win_light} = 8'b0_0_0_0_0_0_1_1;     
            end
        3'bxxx: {load_pcard1, load_dcard1, load_pcard2, load_dcard2, load_pcard3, load_dcard3, player_win_light, dealer_win_light} = 8'b0_0_0_0_0_0_0_0;
        default: {load_pcard1, load_dcard1, load_pcard2, load_dcard2, load_pcard3, load_dcard3, player_win_light, dealer_win_light} = 8'b0_0_0_0_0_0_0_0;
    endcase 
end
endmodule
==> reports/qor.txt <==
global-route wire length before repair = 121,000 µm
area leader, netlist = dfxtp_1
biggest area cells = dfxtp_1 (27%), ha_1 (11%), mux2i_1 (4.6%)
Placed Instances = 956
# IOs = 57
top post-synthesis cells by count = dfxtp_1 (77), inv_1 (69), nor2_1 (60)
outcome = aborted with a tool error
Post-synth seq share = 27.2%
main flop type = dfxtp_1
post-synthesis cell area = 5660 µm²
Cell Type Count = 87
GPL Wtd Cong = 0.885
ys async rst share = 0%
Synth Instances = 663
largest net degree at the start of global routing = 14
Synth top cell by count = dfxtp_1
Max-area cell share = 27.2%
Synth flops = 77
die height = 121 µm
Row Count = 43
Synth Warn # = 5
number of synthesized flops with an enable pin = 0
dpl ws = -0.418 ns
gr usage total = 130%
yosys cell count = 663
Avg Cell Area, Syn = 8.54 µm²
number of global-route vias before repair = 14.7k
error msg = [ERROR GRT-0116] Global routing finished with congestion. Check the congestion regions in the DRC Viewer.
Die X = 121 µm
yosys stat area = 5660 µm²
I/O Buffers = 52
Floorplan Utilization = 40.9%
DP HPWL = 9630 µm
last stage reached = 5_1_grt
grt ovf = 5,810
==> per-stage QoR <==
stage / instance area (µm²) / total power (µW) / util [%]
floorplan: 5720 / 1870 / -
detailed placement: 7000 / 1820 / 50.6
CTS: 13000 / 12200 / 93.7
global placement: 7000 / 1820 / 50.6
==> metal layers <==
layer | global-route usage (%) | overflow
met1 | 74.6 | 618
met5 | 82.7 | 51
met2 | 88.6 | 611
met4 | 265 | 2207
met3 | 190 | 2323
==> cell families after synthesis <==
group / Yosys count / share of synthesized area [%]
AOI/OAI and AO/OA: 192 / 24.6
xor gates and xnor gates: 11 / 2.03
adders and majority gates: 62 / 15.0
buffers and inverters: 97 / 7.21
DFF: 77 / 27.2
muxes: 32 / 6.59
and+or+nand+nor: 192 / 17.3
==> repair_timing <==
item | in CTS
pin swaps | 52
endpoints found under the setup margin | 8
hold buffers | 0
buffers inserted | 25
gates resized | 115
Power figures rest on the tool's default switching activity, not on a simulated workload.
